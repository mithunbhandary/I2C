File: flow/config.mk
export PLATFORM = sky130hd
export DESIGN_NAME = i2c_controller
export DESIGN_NICKNAME = i2c_controller
export VERILOG_FILES = /design/flow/design.v
export SDC_FILE = /design/flow/constraint.sdc
export NUM_CORES = 4
export LEC_CHECK = 1
export CORE_UTILIZATION = 30
File: flow/constraint.sdc
current_design i2c_controller

set clk_period 2.0
set clk_io_pct 0.2

create_clock -name clk0 -period $clk_period [get_ports {clk}]

set non_clock_inputs [all_inputs -no_clocks]
set_input_delay [expr $clk_period * $clk_io_pct] -clock clk0 $non_clock_inputs
set_output_delay [expr $clk_period * $clk_io_pct] -clock clk0 [all_outputs]
File: flow/design.v
`timescale 1ns / 1ps
module i2c_controller(
	input clk,
	input rst,
	input [6:0] addr,
	input [7:0] data_in,
	input enable,
	input rw,
	output reg [7:0] data_out,
	output ready,
	inout i2c_sda,
	inout i2c_scl
	);
	localparam IDLE = 0;
	localparam START = 1;
	localparam ADDRESS = 2;
	localparam READ_ACK = 3;
	localparam WRITE_DATA = 4;
	localparam WRITE_ACK = 5;
	localparam READ_DATA = 6;
	localparam READ_ACK2 = 7;
	localparam STOP = 8;
	localparam DIVIDE_BY = 4;
	reg [7:0] state;
	reg [7:0] saved_addr;
	reg [7:0] saved_data;
	reg [7:0] counter;
	reg [7:0] counter2 = 0;
	reg write_enable;
	reg sda_out;
	reg i2c_scl_enable = 0;
	reg i2c_clk = 1;
	assign ready = ((rst == 0) && (state == IDLE)) ? 1 : 0;
	assign i2c_scl = (i2c_scl_enable == 0 ) ? 1 : i2c_clk;
	assign i2c_sda = (write_enable == 1) ? sda_out : 'bz;
	always @(posedge clk) begin
		if (counter2 == (DIVIDE_BY/2) - 1) begin
			i2c_clk <= ~i2c_clk;
			counter2 <= 0;
		end
		else counter2 <= counter2 + 1;
	end 
	always @(negedge i2c_clk, posedge rst) begin
		if(rst == 1) begin
			i2c_scl_enable <= 0;
		end else begin
			if ((state == IDLE) || (state == START) || (state == STOP)) begin
				i2c_scl_enable <= 0;
			end else begin
				i2c_scl_enable <= 1;
			end
		end
	end
	always @(posedge i2c_clk, posedge rst) begin
		if(rst == 1) begin
			state <= IDLE;
		end		
		else begin
			case(state)
				IDLE: begin
					if (enable) begin
						state <= START;
						saved_addr <= {addr, rw};
						saved_data <= data_in;
					end
					else state <= IDLE;
				end
				START: begin
					counter <= 7;
					state <= ADDRESS;
				end
				ADDRESS: begin
					if (counter == 0) begin 
						state <= READ_ACK;
					end else counter <= counter - 1;
				end
				READ_ACK: begin
					if (i2c_sda == 0) begin
						counter <= 7;
						if(saved_addr[0] == 0) state <= WRITE_DATA;
						else state <= READ_DATA;
					end else state <= STOP;
				end
				WRITE_DATA: begin
					if(counter == 0) begin
						state <= READ_ACK2;
					end else counter <= counter - 1;
				end
				READ_ACK2: begin
					if ((i2c_sda == 0) && (enable == 1)) state <= IDLE;
					else state <= STOP;
				end
				READ_DATA: begin
					data_out[counter] <= i2c_sda;
					if (counter == 0) state <= WRITE_ACK;
					else counter <= counter - 1;
				end
				WRITE_ACK: begin
					state <= STOP;
				end
				STOP: begin
					state <= IDLE;
				end
			endcase
		end
	end
	always @(negedge i2c_clk, posedge rst) begin
		if(rst == 1) begin
			write_enable <= 1;
			sda_out <= 1;
		end else begin
			case(state)
				START: begin
					write_enable <= 1;
					sda_out <= 0;
				end
				ADDRESS: begin
					sda_out <= saved_addr[counter];
				end
				READ_ACK: begin
					write_enable <= 0;
				end
				WRITE_DATA: begin 
					write_enable <= 1;
					sda_out <= saved_data[counter];
				end
				WRITE_ACK: begin
					write_enable <= 1;
					sda_out <= 0;
				end
				READ_DATA: begin
					write_enable <= 0;				
				end
				STOP: begin
					write_enable <= 1;
					sda_out <= 1;
				end
			endcase
		end
	end
endmodule
File: flow/run.sh
#!/bin/bash
# OpenROAD 26Q1-2900-gdf79404cd8, Yosys 0.63+post, stock flow scripts
make -C /OpenROAD-flow-scripts/flow DESIGN_CONFIG=/design/flow/config.mk WORK_HOME=/design/flow/orfs finish
==> impl_metrics.env <==
# physical design summary
export IMPL_result_of_the_run="aborted with a tool error"
export IMPL_haltStage="4_1_cts"
export IMPL_run_stop_error="[error] [KeplerFormal.cpp:679] Workflow failed: Iso has multiple drivers: .i2c_sda0, i2c_sda$_DFFE_NP1P_.Q0"
export IMPL_synth_xor_xnor_area_share_pct=4.02
export IMPL_async_sr_flop_fraction_pct=21.2
export IMPL_yosys_cell_types_count=49
export IMPL_synth_edff_count=33
export IMPL_clock_tree_htree_level_count=1
export IMPL_rows=32
export IMPL_ys_cells=194
export IMPL_place_gp_congestion=0.808
export IMPL_yosysChipArea_um2=2400
export IMPL_synth_sequential_area_ratio_pct=59.6
export IMPL_postSynthRegisterBits=52
export IMPL_die_width_um=91.4
export IMPL_cts_hold_repair_buffers=0
export IMPL_synth_top_flop_cell="edfxtp_1"
export IMPL_hpwl_after_dpl_um=3010
export IMPL_postCtsSetupBuffers=0
export IMPL_tritoncts_buffer_count=3
export IMPL_unconstrained_endpoints=84
export IMPL_floorplan_initialDensity_pct=31.0
export IMPL_placement_io_buffers=27
export IMPL_fa_ha_area_share_pct=2.09
export IMPL_max_clock_path_buffers=2
export IMPL_post_synth_mux_area_share_pct=4.60
export IMPL_synth_compound_gate_area_share_pct=11.3
export IMPL_top_logic_kind="simple AND/OR/NAND/NOR gates"
export IMPL_postSynthCellCount=194
export IMPL_unclocked_pins=43
export IMPL_dpl_cell_area_um2=2780
export IMPL_simple_gate_share_pct=15.6
export IMPL_synth_warnings=2
export IMPL_die_height_um=91.4
export IMPL_clockRootBuffer="clkbuf_8"
export IMPL_synthesis_area_per_instance_um2=12.4
export IMPL_ctsResizeCount=0
export IMPL_io_pin_count=30
export IMPL_syn_cell_area_um2=2400
## stage by stage
stage	cells	setup slack, ns
3_3_place_gp	319	0.215
2_1_floorplan	194	0.165
3_5_place_dp	319	0.205
## synth_stat cells, types with 2 or more instances
library cell / n / area share, %
a211oi_1: 2 / 0.63
a21o_1: 2 / 0.63
a21oi_1: 9 / 1.9
a32o_1: 2 / 0.84
and2_1: 5 / 1.3
and3_1: 3 / 0.78
clkbuf_1: 6 / 0.94
dfrtp_1: 8 / 8.4
dfstp_2: 2 / 2.2
dfxtp_1: 8 / 6.7
edfxtp_1: 33 / 41
ha_1: 4 / 2.1
inv_1: 8 / 1.3
mux2i_1: 2 / 0.84
mux4_2: 3 / 2.8
nand2_1: 11 / 1.7
nand2b_1: 3 / 0.78
nand3_1: 8 / 1.7
nor2_1: 13 / 2.0
nor2b_1: 2 / 0.52
nor3_1: 3 / 0.63
nor4_1: 4 / 1.0
o21ai_0: 8 / 1.7
o21bai_1: 2 / 0.63
o31ai_1: 9 / 2.8
or3_1: 2 / 0.52
xnor2_1: 7 / 2.6
xor2_1: 4 / 1.5
## logic make-up after synthesis
logic type | Yosys count
simple gates | 64
mux | 7
buf+inv | 16
fa+ha+maj | 4
flops | 52
xor+xnor | 11
compound gates | 40
